<file path="./design.v">
module uart_tx(
    input  clk_50M,
    input  [7:0] data,
    output reg tx
);
parameter	TX_START_BIT = 2'b00,
				TX_DATA_BITS = 2'b01,
				TX_STOP_BIT = 2'b10;
reg [2:0] Bit_Index ;
reg [1:0] State ;
reg [7:0] r_tx_data;
integer counter ;
integer Clk_Cyc_per_Bit;
initial begin
	 tx = 0; 
	 Bit_Index =0;
	 State = TX_START_BIT;
	 counter =0;
	 Clk_Cyc_per_Bit =433;
end
always @(posedge clk_50M) 
begin
	case (State)
	TX_START_BIT:
	begin
		if (data>0)
		begin
			if(counter < Clk_Cyc_per_Bit)
			begin
				tx <=0;
				State <= TX_START_BIT;
				counter <= counter +1;
			end
			else
			begin
				r_tx_data <= data;
				counter<=0;
				State <= TX_DATA_BITS;
			end
		end
		else
		begin
			tx <=1;
			State <= TX_START_BIT;
		end
	end
	TX_DATA_BITS:
	begin
		if(Bit_Index < 7)
		begin
			if(counter < Clk_Cyc_per_Bit)
			begin
				tx <= r_tx_data[Bit_Index];
				counter <= counter +1;
			end
			else
			begin
				counter =0;
				Bit_Index<= Bit_Index +1;
			end
		end
		else
		begin
			if(counter < Clk_Cyc_per_Bit)
			begin
				tx<= r_tx_data[Bit_Index];
				counter <= counter +1;
			end
			else
			begin
				counter <= 0;
				State <= TX_STOP_BIT;
			end
		end
	end
	TX_STOP_BIT:
	begin
		if(counter < Clk_Cyc_per_Bit)
		begin
			tx <= 1;
			State <= TX_STOP_BIT;
			counter <= counter +1;
		end
		else
		begin
			State <=TX_START_BIT;
			counter <=0;
			Bit_Index <=0;
		end
	end
	endcase
end
endmodule
</file>
<file path="./run.sh">
#!/bin/bash
# OpenROAD 26Q1-2900-gdf79404cd8, Yosys 0.63+post, stock flow scripts
make -C /OpenROAD-flow-scripts/flow DESIGN_CONFIG=/design/flow/config.mk WORK_HOME=/design/flow/orfs finish
</file>
<file path="./config.mk">
export PLATFORM = sky130hd
export DESIGN_NAME = uart_tx
export DESIGN_NICKNAME = uart_tx
export VERILOG_FILES = /design/flow/design.v
export SDC_FILE = /design/flow/constraint.sdc
export NUM_CORES = 4
export LEC_CHECK = 1
export CORE_UTILIZATION = 40
</file>
<file path="./constraint.sdc">
current_design uart_tx

set clk_period 5.1
set clk_io_pct 0.2

create_clock -name clk0 -period $clk_period [get_ports {clk_50M}]

set non_clock_inputs [all_inputs -no_clocks]
set_input_delay [expr $clk_period * $clk_io_pct] -clock clk0 $non_clock_inputs
set_output_delay [expr $clk_period * $clk_io_pct] -clock clk0 [all_outputs]
</file>
==> flow_metrics.env <==
# physical design summary
export IMPL_ff2ff_setup_slack_ps=2920
export IMPL_yosysUniqueCellTypes=37
export IMPL_drc=0
export IMPL_setup_viol=0
export IMPL_hold_path_depth=2
export IMPL_fin_tns_setup_ps=0
export IMPL_ys_area_um2=2570
export IMPL_syn_to_final_growth_pct=9.38
export IMPL_gr_total_overflow=0
export IMPL_ant_nets=0
export IMPL_arrival_ps=2620
export IMPL_fmax_mhz=379
export IMPL_final_setup_skew_ps=3.42
export IMPL_numPortBuffers=9
export IMPL_dp_hpwl_um=3290
export IMPL_chipHeight_um=82.2
export IMPL_ys_ff=46
export IMPL_cts_tree="done"
export IMPL_synth_cells=233
export IMPL_top_cell_area_share_pct=53.6
export IMPL_async_flop_share_pct=0
export IMPL_yosysWarningCount=1
export IMPL_drt_iter0_drc=73
export IMPL_fin_util_pct=46.5
export IMPL_gp_congestion=0.783
export IMPL_area_leaders="edfxtp_1, a21oi_1, or4_1"
export IMPL_crit_type="input pin to flop"
export IMPL_diodes=0
export IMPL_grt_antenna_before_repair=0
export IMPL_slew_viol_final=0
export IMPL_grt_pass1_wl_um=8060
export IMPL_htreeDepth=2
export IMPL_root_buffer="clkbuf_8"
export IMPL_drive_gt1_share_pct=6.25
export IMPL_wirelength_um=4870
export IMPL_die_w_um=82.2
export IMPL_vdd_drop_max_mv=0.369
export IMPL_routed_via_density=5.84
export IMPL_cts_buffers_inserted=5
export IMPL_hold_end="counter[11]$_SDFFCE_PN0P_"
export IMPL_hold_start="counter[11]$_SDFFCE_PN0P_"
export IMPL_min_period_over_period_pct=51.7
export IMPL_holdBufCountCts=0
export IMPL_required_ps=5080
export IMPL_cts_repair_resized=0
export IMPL_critPathCaptureType="flop"
export IMPL_fin_crit_ps=2640
export IMPL_hp_class="flop to flop"
export IMPL_lay_top_count="edfxtp_1"
export IMPL_core_area_um2=6060
export IMPL_status="completed"
export IMPL_dr_pass1_iters=4
export IMPL_grt_pass1_vias=1724
export IMPL_rr_startpoint="counter[17]$_SDFFCE_PN0P_"
export IMPL_grtUsageTotal_pct=16.7
export IMPL_edf_count=46
export IMPL_ff2ff_path_depth=4
export IMPL_wl_per_cell_um=15.5
export IMPL_clockBufferDepth=2
export IMPL_syn_avg_cell_area_um2=11.1
export IMPL_p_leak_nw=0.894
export IMPL_dieArea_um2=6760
export IMPL_clkTransAtPathRegs_ps=80
export IMPL_postSynthSeqShare_pct=53.6
export IMPL_rows=28
export IMPL_grt_start_max_net_pins=32
export IMPL_synthFlopType="edfxtp_1"
export IMPL_layout_top_cells="edfxtp_1, nor2_1, a21oi_1"
export IMPL_cts_sinks=46
export IMPL_pin_count=10
export IMPL_fp_util_pct=42.5
export IMPL_clk_latency_ps=290
export IMPL_synth_top_cell_by_area="edfxtp_1"
export IMPL_power_density_cell_area_nw_per_um2=576
export IMPL_ys_cells=233
export IMPL_worst_pin_slew_ps=559
export IMPL_cap_violations=0
export IMPL_critPathLaunchType="input pin"
export IMPL_synth_cell_area_um2=2570
export IMPL_warnings=29
export IMPL_vias=1840
export IMPL_r2r_end="counter[29]$_SDFFCE_PN0P_"
export IMPL_finalHoldViolations=0
export IMPL_post_cts_buffers=0
export IMPL_slew_headroom_pct=62.6
export IMPL_rsz0062_at_grt="false"
export IMPL_cp_max_fo=18
==> worst max path at each step <==
stage / from / end / slack [ps] / depth (start not counted)
final: data[3] / counter[30]$_SDFFCE_PN0P_ / 2460 / 5
after CTS: data[2] / counter[29]$_SDFFCE_PN0P_ / 2440 / 5
after global routing: data[3] / counter[30]$_SDFFCE_PN0P_ / 2360 / 5
==> where the power goes <==
part	internal (mW)	switching, mW
combinational	0.217	0.317
clock	0.0896	0.115
sequential	0.695	0.190
==> stage by stage <==
step                      hold slack, ps  worst slack (ps)  area [µm²]  cells  power (mW)
final                                677              2460        2820    315        1.62
after global routing                 725              2360        2820    315        1.75
after CTS                            684              2440        2820    315        1.64
after detailed placement             658              2120        2740    309        1.43
after global placement               650              2140        2740    309        1.42
after floorplan                      615              1840        2570    233        1.25
==> metal layers <==
metal	GRT usage [%]	part of all wire, %
met1	26.0	46
met2	26.2	47
met3	3.34	4.4
met4	2.81	1.9
met5	0	0
==> registers in the layout, indices dropped and copies added (netlist names) <==
name and cells:
tx 1, State 2, r_tx_data 8, Bit_Index 3, counter 32
==> synthesized netlist by cell type, types with 5 or more instances <==
master	count
a21oi_1	21
and4_1	6
edfxtp_1	46
ha_1	7
inv_1	8
nand2_1	9
nand3_1	10
nand4_1	12
nor2_1	20
nor4_1	5
o21ai_0	9
o31ai_1	9
or3_1	8
or4_1	13
xnor2_1	7
xor2_1	6
==> worst max-delay path, cell delays in order <==
cell and delay [ps]:
clkdlybuf4s50_1 480, nor4_1 60, and2_1 190, a21oi_4 490
buf_4 360
==> cell families (layout without fill, tap and decap cells) <==
group | count (synthesis) | after routing | synth area share [%]
AOI/OAI and AO/OA | 46 | 46 | 10.7
xor gates and xnor gates | 13 | 13 | 4.42
buffers and inverters | 18 | 25 | 3.01
and+or+nand+nor | 100 | 100 | 22.6
adders and majority gates | 7 | 7 | 3.40
DFF | 46 | 46 | 53.6
muxes | 3 | 3 | 2.19
==> cell type report <==
| type | count | area [µm²] |
|---|---|---|
| Tap cell | 75 | 93.8 |
| Timing Repair Buffer | 11 | 105 |
| Clock inverter | 1 | 3.75 |
| Multi-Input combinational cell | 169 | 1130 |
| Inverter | 8 | 30.0 |
| Clock buffer | 5 | 68.8 |
| Fill cell | 549 | 3240 |
| Sequential cell | 46 | 1380 |
Power and IR drop assume default switching activity.
