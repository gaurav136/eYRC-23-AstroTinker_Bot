==> ./design.v <==
module uart_rx (
  input clk_50M, rx,
  output reg [7:0] rx_msg,
  output reg rx_complete
);
parameter CLKS_PER_BIT = 433;
parameter IDLE_STATE = 2'b00;
parameter START_STATE = 2'b01;
parameter GET_BIT_STATE = 2'b10;
parameter STOP_STATE = 2'b11;
reg rx_buffer;
reg rx_bit;
reg [7:0] rx_data;
reg [1:0] state;
reg [15:0] counter;
reg [3:0] bit_index;
initial begin
rx_msg = 0;
rx_data =0;
rx_complete = 0;
rx_buffer =1'b1;
rx_bit =1'b1;
state =0;
counter =0;
bit_index =0;
end
always@(posedge clk_50M)
	begin
		rx_buffer <= rx;
		rx_bit <= rx_buffer;
	end
always@(posedge clk_50M)
	begin
		case(state)	
			START_STATE :
			begin
				rx_complete <=0;
				counter <=0;
				bit_index <=0;
				if(counter == (CLKS_PER_BIT))
				begin
					if(rx_bit==0)
					begin
						counter <= 0;
						state <= GET_BIT_STATE;
					end
					else
					begin
						state <= START_STATE;
					end
				end
				else
				begin
					counter <= counter + 16'b1;
					state <= START_STATE;
				end
			end
			GET_BIT_STATE:
			begin
				if(counter < CLKS_PER_BIT)
				begin
					counter <= counter + 16'b1;
					state <= GET_BIT_STATE;
				end
				else
				begin
					counter <=0;
					rx_data[7-bit_index] <= rx_bit;
					if((7-bit_index) > 0)
					begin
						bit_index <= bit_index + 3'b1;
						state <= GET_BIT_STATE;
					end
					else
					begin
						bit_index <= 1;
						state <= STOP_STATE;
					end
				end
			end
			STOP_STATE :
			begin
				if(counter < (CLKS_PER_BIT))
				begin
					counter <= counter +16'b1;
					state <= STOP_STATE;
				end
				else
				begin
					if (rx_data > 0)
					begin
						rx_complete <= 1;
					end
					rx_msg<=rx_data;
					counter <=0;
					state <= START_STATE;
				end
			end
			default :
			state <= START_STATE;
		endcase
	end
endmodule
==> ./run.sh <==
#!/bin/bash
# OpenROAD 26Q1-2900-gdf79404cd8, Yosys 0.63+post, stock flow scripts
make -C /OpenROAD-flow-scripts/flow DESIGN_CONFIG=/design/flow/config.mk WORK_HOME=/design/flow/orfs finish
==> ./config.mk <==
export PLATFORM = sky130hd
export DESIGN_NAME = uart_rx
export DESIGN_NICKNAME = uart_rx
export VERILOG_FILES = /design/flow/design.v
export SDC_FILE = /design/flow/constraint.sdc
export NUM_CORES = 4
export LEC_CHECK = 1
export CORE_UTILIZATION = 30
==> ./constraint.sdc <==
current_design uart_rx

set clk_period 3.0
set clk_io_pct 0.2

create_clock -name clk0 -period $clk_period [get_ports {clk_50M}]

set non_clock_inputs [all_inputs -no_clocks]
set_input_delay [expr $clk_period * $clk_io_pct] -clock clk0 $non_clock_inputs
set_output_delay [expr $clk_period * $clk_io_pct] -clock clk0 [all_outputs]
==> reports/results.txt <==
Cts hold-fix bufs -> 0
Initial antenna violation count -> 0
CTS tree -> done
LEAKAGE -> 0.884 nW
Crit. End Element -> register
# H-tree levels -> 2
Core Region -> 0.00694 sq mm
Synth flops -> 41
Register area share after synthesis -> 0.542
Yosys chip area -> 0.00220 sq mm
Post-CTS resize count -> 0
Die height -> 87.6 um
Worst-Skew Late Latency -> 0.30 ns
Top_reg_cell synth -> edfxtp_1
Synth cell types -> 40
F_max -> 405 MHz
Number of enable flip-flop cells -> 37
Warnings from Yosys -> 1
I/O pin cnt -> 11
Syn Inst Count -> 187
Filler cells -> 666
Final slew viol count -> 0
Worst-case clock buffer depth -> 2
GRT Total Usage -> 0.104
Rel. slew slack -> 0.569
Synthesis-to-finish area growth -> 13.4%
Post-detail-place hpwl -> 2440 um
Comb. cell area -> 951 sq um
Post-synth top area cell -> edfxtp_1
Top cells by area in the synthesized netlist -> edfxtp_1 51%, ha_1 6.3%, xnor2_1 5.2%, nor2_1 3.9%, dfxtp_1 3.6%
TritonRoute pass-1 iters -> 4
Grt total ovfl -> 0
Crit path DRT -> 3.05 ns
1st-iter DRT viols -> 72
TritonCTS buffer count -> 5
Dominant cell area share -> 0.505
Critical path, cell by cell -> ha_1 -> and2_1 -> ha_1 -> nor4b_1 -> nand3b_1 -> nor4_1 -> mux2_1
Row cnt -> 30
GPL Wtd Cong -> 0.849
Most frequent CP cell -> ha_1
Crit path max fanout -> 5
Die area -> 0.00767 sq mm
Asr flop ratio synth -> 0
Setup crit start kind -> register
Final Cycle Share -> 0.822
Drt total wl -> 3450 um
Mapped Area -> 0.00220 sq mm
Max-cap violations -> 0
Via count -> 1407
Vias in the first global route -> 1299
Log Warnings -> 30
Vias per cell -> 4.69
Yosys cell count -> 187
Clk sinks -> 41
Minimum clock period -> 2.47 ns
Final core area utilization -> 0.359
Slowest cell on crit path -> edfxtp_1
Setup TNS Final -> 0 ns
WS Path Type -> register to register
Worst-margin pin slew -> 0.644 ns
Worst EP arrival -> 2.51 ns
Flop area -> 0.00119 sq mm
CP bufs+invs -> 0
First-pass GRT wire length -> 6080 um
Init Core Util -> 0.317
RSZ-0062 raised after global routing -> no
Final hold violation count -> 0
Worst path top cell family by delay -> simple AND/OR/NAND/NOR gates
Post-CTS Setup Bufs -> 0
Final antenna-violating net count -> 0
Power density over the cells -> 591 mW/mm^2
DRC violations left -> 0
Endpoints failing setup -> 0
Max VDD drop -> 0.175 mV
Buffers on Ports -> 10
Antenna Cells -> 0
Die X -> 87.6 um
Status -> finished, final reports clean
Largest net degree at the start of global routing -> 17
Slowest stage delay, CP -> 0.45 ns
Drt wl/cell -> 11.5 um
Clock skew -> 0.0101 ns
Hold Path Class -> register to register
CTS clock-pin slew for the worst setup and hold paths -> 0.08 ns
Clock root buffer -> clkbuf_8
Avg Synthesized Cell Area -> 11.8 sq um
Layout cells sized above 1 -> 0.103
## synth_stat cells (4+ instances only)
master    number
edfxtp_1      37
dfxtp_1        4
o21ai_0        9
nor2_1        23
inv_1         12
nor3_1         6
nand2b_1       6
nor4_1         6
nand2_1       10
ha_1          11
nand3_1        9
xnor2_1       13
## sequential cells by signal (all words and copies together), names as in the netlist
name and count:
bit_index 4, rx_buffer 1, rx_msg 8, counter 16
rx_data 8, state 2, rx_bit 1, rx_complete 1
## stage by stage
step	instance area (sq um)	power, mW	instances	hold WS (ns)	setup WS, ns
2_1_floorplan	2200	1.06	187	0.310	0.701
3_3_place_gp	2410	1.13	292	0.311	0.616
3_5_place_dp	2410	1.13	292	0.312	0.545
4_1_cts	2490	1.49	300	0.329	0.534
5_1_grt	2490	1.57	300	0.348	0.287
6_report	2490	1.47	300	0.326	0.534
## path summary, 6_finish.rpt
kind | cells after the start | slack [ns] | end | start
worst min register to register | 0 | 0.33 | rx_bit$_DFF_P_ | rx_buffer$_DFF_P_
worst max register to register | 7 | 0.53 | rx_data[0]$_DFFE_PP_ | bit_index[0]$_SDFFCE_PN0P_
worst min-delay path | 0 | 0.33 | rx_bit$_DFF_P_ | rx_buffer$_DFF_P_
worst max-delay path | 7 | 0.53 | rx_data[0]$_DFFE_PP_ | bit_index[0]$_SDFFCE_PN0P_
## layer usage
layer  GRT usage  wire length [um]
met5           0                 0
met4      0.0179                76
met3      0.0277               126
met2       0.156              1450
met1       0.161              1790
## final cells by class
class,instances,area share
inverters,12,0.0181
repair buffers,10,0.0401
clock inverters,3,0.00702
flip-flops and latches,41,0.478
multi-input cells,133,0.381
clock buffers,5,0.0276
well taps,96,0.0482
## logic make-up (layout without fill, tap and decap cells)
logic type / count (synthesis) / in the layout / synth area share
and+or+nand+nor: 87 / 87 / 0.227
adders and majority gates: 11 / 11 / 0.0626
buffers and inverters: 13 / 30 / 0.0256
xor gates and xnor gates: 15 / 15 / 0.0632
DFF: 41 / 41 / 0.542
AOI/OAI and AO/OA: 16 / 16 / 0.0598
muxes: 4 / 4 / 0.0205
## power by group
group / total (mW) / switching [mW] / internal (mW)
registers: 0.812 / 0.0924 / 0.720
clock network: 0.354 / 0.194 / 0.161
logic: 0.308 / 0.163 / 0.145
total: 1.47 / 0.449 / 1.03
## cell usage in the layout, fill, tap and decap left out, drive strengths merged, types with 4 or more instances in the layout
cell / instances
xnor2: 14
edfxtp: 37
mux2: 4
nand3: 9
clkdlybuf4s50: 10
nor3: 7
clkbuf: 5
nor2: 23
nand4: 4
nand2: 11
inv: 12
dfxtp: 4
o21ai: 11
nand2b: 6
nor4: 7
ha: 11
No activity file was given, so power comes from the tool's default toggle rates.
